==> ./config.mk <==
export PLATFORM = sky130hd
export DESIGN_NAME = topmodule
export DESIGN_NICKNAME = topmodule
export VERILOG_FILES = /design/flow/design.v
export SDC_FILE = /design/flow/constraint.sdc
export NUM_CORES = 4
export LEC_CHECK = 1
export CORE_UTILIZATION = 30
==> ./run.sh <==
#!/bin/bash
# OpenROAD 26Q1-2900-gdf79404cd8, Yosys 0.63+post, stock flow scripts
make -C /OpenROAD-flow-scripts/flow DESIGN_CONFIG=/design/flow/config.mk WORK_HOME=/design/flow/orfs finish
==> ./design.v <==
`timescale 1ns / 1ps
`timescale 1ns / 1ps
module RAM(
  input[5:0] wptr,rptr,
  input writeEnable,readEnable,
  input clkw,clkr,
  input resetw,resetr, 
  input [31:0] wd,
  output reg [31:0] rd);
  reg [31:0] ram[31:0]; 
  always @(posedge clkw) begin
    if(resetw) begin
      ram[wptr]<=31'd0; 
     end
    else begin
      if (writeEnable) begin
        ram[wptr]<=wd; 
      end
    end
  end
  always @(posedge clkr) begin
    if(resetr) begin
      rd<=31'd0; 
    end
    else begin
      if(readEnable) begin
        rd<=ram[rptr];
      end 
    end 
  end
endmodule
`timescale 1ns / 1ps
module read_controller (
  input resetr,
  input clkr,
  input read,
  input [5:0] wptrs,
  output reg emptyflag,
  output reg [5:0] rptr
);
  always @(posedge clkr) begin
    if (resetr)
      rptr <= 6'd0;
    else if (read)
      rptr <= rptr + 6'd1;
  end
  always @(posedge clkr) begin
    emptyflag <= (rptr == wptrs);
  end
endmodule
`timescale 1ns / 1ps
module write_controller (
  input resetw,
  input clkw,
  input write,
  input [5:0] rptrs,
  output reg fullflag,
  output reg [5:0] wptr
);
  always @(posedge clkw) begin
    if (resetw)
      wptr <= 6'd0;
    else if (write)
      wptr <= wptr + 6'd1;
  end
  always @(posedge clkw) begin
    fullflag <= ({~wptr[5], wptr[4:0]} == rptrs);
  end
endmodule
`timescale 1ns / 1ps
module synchronizer(
  input clk,
  input reset,
  input [5:0] otherptr,
  output reg [5:0] otherptrs
);
  reg [5:0] temp;   
  reg [5:0] d1;
  reg [5:0] d2;
  function [5:0] bin_to_gray(input [5:0] bin);
    begin
      bin_to_gray[5] = bin[5];
      bin_to_gray[4] = bin[5] ^ bin[4];
      bin_to_gray[3] = bin[4] ^ bin[3];
      bin_to_gray[2] = bin[3] ^ bin[2];
      bin_to_gray[1] = bin[2] ^ bin[1];
      bin_to_gray[0] = bin[1] ^ bin[0];
    end
  endfunction
  function [5:0] gray_to_bin(input [5:0] gray);
    integer i;
    begin
      gray_to_bin[5] = gray[5];
      for(i=4; i>=0; i=i-1)
        gray_to_bin[i] = gray_to_bin[i+1] ^ gray[i];
    end
  endfunction
  always @(posedge clk or posedge reset) begin
    if (reset) begin
      temp <= 6'd0;
      d1 <= 6'd0;
      d2 <= 6'd0;
      otherptrs <= 6'd0;
    end else begin
      temp <= bin_to_gray(otherptr);   
      d1 <= temp;                      
      d2 <= d1;                        
      otherptrs <= gray_to_bin(d2);    
    end
  end
endmodule
module topmodule(
input         clkw,        
  input         clkr,        
  input         resetw,      
  input         resetr,      
  input         write,       
  input         read,        
  input  [31:0] wd,          
  output [31:0] rd,          
  output        full,        
  output        empty        
 );
  wire [5:0] wptr;        
  wire [5:0] rptr;        
  wire [5:0] wptr_sync_rd;  
  wire [5:0] rptr_sync_wr;  
  wire writeEnable = write & ~full;
  wire readEnable  = read & ~empty;
  write_controller write_ctrl (
    .resetw(resetw),
    .clkw(clkw),
    .write(writeEnable),
    .rptrs(rptr_sync_wr),   
    .fullflag(full),
    .wptr(wptr)
  );
  read_controller read_ctrl (
    .resetr(resetr),
    .clkr(clkr),
    .read(readEnable),
    .wptrs(wptr_sync_rd),   
    .emptyflag(empty),
    .rptr(rptr)
  );
  synchronizer sync_wptr (
    .clk(clkr),
    .reset(resetr),
    .otherptr(wptr),
    .otherptrs(wptr_sync_rd)
  );
  synchronizer sync_rptr (
    .clk(clkw),
    .reset(resetw),
    .otherptr(rptr),
    .otherptrs(rptr_sync_wr)
  );
  RAM fifo_mem (
    .wptr(wptr),
    .rptr(rptr),
    .writeEnable(writeEnable),
    .readEnable(readEnable),
    .clkw(clkw),
    .clkr(clkr),
    .resetw(resetw),
    .resetr(resetr),
    .wd(wd),
    .rd(rd)
  );
endmodule
==> ./constraint.sdc <==
current_design topmodule

set clk_period 29.8
set clk_io_pct 0.2

create_clock -name clk0 -period $clk_period [get_ports {clkr}]
create_clock -name clk1 -period $clk_period [get_ports {clkw}]

set non_clock_inputs [all_inputs -no_clocks]
set_input_delay [expr $clk_period * $clk_io_pct] -clock clk0 $non_clock_inputs
set_output_delay [expr $clk_period * $clk_io_pct] -clock clk0 [all_outputs]
==> out/results.ini <==
[hold_path]
hold_crit_depth = 0
min_path_type = flop to flop
min-delay-start = read_ctrl.rptr[5]
worstHoldEndpoint = sync_rptr.temp[5]

[power]
vdd_drop_max_v = 0.0000438
power_density_nw_per_um2 = 72.8
total_power_w = 0.00363
power_leakage_nw = 16.0

[clocking]
post_cts_repair_timing_setup_buffer_count = 0
holdBufCountCts = 0
clk_pin_slew_worst_paths_ps = 60
postCtsResizedCells = 0
tritoncts = done
clock_sink_count = 1118

[floorplanning]
std_cell_rows = 138
die_h_um = 381
die_area_um2 = 145000
top_level_ports = 72
coreArea_um2 = 142000
floorplan.core_util_pct = 30.3
die-width_um = 381

[layout]
final_cells = 4540
post-route-cell-area_um2 = 49900
drive_above_1_share_pct = 11.4
layout_top_cells = sky130_fd_sc_hd__edfxtp_1 (1024), sky130_fd_sc_hd__mux2i_1 (513), sky130_fd_sc_hd__a22oi_1 (256)
layout_top_cell_excl_fill_tap = sky130_fd_sc_hd__edfxtp_1
finalCoreUtilization_pct = 35.2
area_delta_synth_final_pct = 16.0

[route]
vias_per_cell = 4.81
drc = 0
drt_iter0_drc = 1367
dr.pass1.iters = 5
ant_nets = 0
drt_wl_total_mm = 105
wire_per_inst_um = 23.2
vias = 21844

[sta]
report.final.hold_viol_count = 0
slew_viol_final = 0
clock_skew_ps = 34.1
worst_slew_margin_rel_pct = 43.4
setup_total_negative_slack_ps = 0
final-setup-viol-count = 0
worst-slew-pin-transition_ps = 847
grt_setup_unrepaired = no

[job]
warning_count = 33
max-cap-violations = 0

[grt]
overflow = 0
grt_pass1_wl_mm = 154
grt_max_degree = 100
antenna_found_initial = 1
grt.total_usage_pct = 15.5
via_count_of_the_first_global_routing_pass = 22889

[critical_path]
worstPathMaxFanout = 40
worstSetupStartpointType = input pin
regToRegSetupSlack_ps = 25310
worstReg2RegStart = read_ctrl.rptr[0]
critical_path_required_ps = 30080
rr_worst_depth = 8
cp_data_arrival_time_ps = 9030
timing.setup.critical_path_class = input pin to flop
worst_setup_path_end_kind = flop
r2r-end = fifo_mem.rd[18]

[placement]
post_dp_cell_area_um2 = 46300
placed_cells_incl_taps = 4333
place.port_buffers = 70
dp.final_hpwl_mm = 59.2
gpl.final_weighted_congestion = 0.832

[synth]
netlist_instances = 2428
avgSynthCellArea_um2 = 17.7
yosys-stat-cells = 2428
synth.yosys.seq_area_share_pct = 76.4
tally_of_unique_sky130hd_cells_used_after_synthesis = 29
synth_flops = 1118
synth-warning-count = 4
syn_area_um2 = 43000
synth.yosys.chip_area_um2 = 43000

[outcome]
result_of_the_run = complete, no violations

==> registers in the layout, summed over array words and instances (netlist names) <==
signal,flops
sync_rptr.temp,6
read_ctrl.emptyflag,1
fifo_mem.ram,1024
read_ctrl.rptr,6
sync_rptr.d1,6
write_ctrl.fullflag,1
fifo_mem.rd,32
write_ctrl.wptr,6
sync_wptr.temp,6
sync_wptr.d1,6
sync_wptr.otherptrs,6
sync_rptr.d2,6
sync_rptr.otherptrs,6
sync_wptr.d2,6
==> critical path: stages <==
cell	delay, ps
sky130_fd_sc_hd__clkdlybuf4s50_1	450
sky130_fd_sc_hd__nor2b_4	130
sky130_fd_sc_hd__buf_4	460
sky130_fd_sc_hd__or2_2	250
sky130_fd_sc_hd__nand2_1	490
sky130_fd_sc_hd__nor2_4	690
sky130_fd_sc_hd__buf_4	490
==> where the power goes <==
part           internal [W]  switching, W  total, W
clock              0.000799      0.000593   0.00139
sequential          0.00174     0.0000231   0.00176
combinational      0.000208      0.000272  0.000480
==> Yosys cell counts (all sizes together) <==
cell	number	area, um2
inv	8	30.0
clkbuf	84	327
ha	14	175
buf	64	505
mux2i	513	5130
or4	32	240
nor2b	4	25.0
and3	32	200
a21oi	161	806
or2	2	12.5
o21ai	32	160
nor3	2	10.0
a22oi	256	1920
edfxtp	1024	30700
xnor2	15	131
nand4	4	25.0
nand3	4	20.0
nand2	11	41.3
dfxtp	46	921
dfrtp	48	1200
nand2b	6	37.5
and2	1	6.26
nor2	46	173
xor2	19	166
==> worst max-delay path by stage <==
stage / startpoint / endpoint / slack [ps] / depth (start not counted)
CTS: write / fifo_mem.ram[1][28] / 21030 / 7
global route: write / fifo_mem.ram[18][22] / 20900 / 7
finish: write / fifo_mem.ram[1][26] / 21050 / 7
==> cell families (layout without fill, tap and decap cells) <==
family	count (synthesis)	count (layout)	synth area share, %
flops	1118	1118	76.4
buf+inv	156	377	2.00
other cells	0	1	0
simple gates	144	144	1.84
compound gates	449	449	6.71
mux	513	513	11.9
xor+xnor	34	34	0.692
fa+ha+maj	14	14	0.407
==> through the flow <==
step | hold slack, ps | setup WS [ps]
finish | 155 | 21050
global route | 163 | 20900
global placement | 333 | 20330
floorplan | 331 | 21490
CTS | 146 | 21030
detailed placement | 335 | 20330
==> area by class of cell <==
type | count | area, um2
fill | 13086 | 92000
sequential | 1118 | 32900
multi-input combinational | 1154 | 9570
clock buffer | 142 | 3020
tap | 1890 | 2360
timing repair buffer | 163 | 1420
clock inverter | 64 | 623
inverter | 8 | 30.0
antenna | 1 | 2.50
==> layer usage <==
layer	global-route usage (%)	up-vias	wire (um)	share of wire, %
met2	24.5	897	51000	48
li1	-	9942	-	-
met3	8.44	149	12400	12
met1	18.8	10856	38500	37
met5	0	-	0	0
met4	4.04	0	3330	3.2
No activity file was given, so power comes from the tool's default toggle rates.
